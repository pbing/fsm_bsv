--- design/flow/run.sh ---
#!/bin/bash
# OpenROAD 26Q1-2900-gdf79404cd8, Yosys 0.63+post, stock flow scripts
make -C /OpenROAD-flow-scripts/flow DESIGN_CONFIG=/design/flow/config.mk WORK_HOME=/design/flow/orfs finish
--- design/flow/config.mk ---
export PLATFORM = sky130hd
export DESIGN_NAME = fsm1_4x
export DESIGN_NICKNAME = fsm1_4x
export VERILOG_FILES = /design/flow/design.v
export SDC_FILE = /design/flow/constraint.sdc
export NUM_CORES = 4
export LEC_CHECK = 1
export CORE_AREA = 10 10 70 70
export DIE_AREA = 0 0 80 80
export SYNTH_HDL_FRONTEND = slang
--- design/flow/constraint.sdc ---
current_design fsm1_4x

set clk_period 1.3
set clk_io_pct 0.2

create_clock -name clk0 -period $clk_period [get_ports {clk}]

set non_clock_inputs [all_inputs -no_clocks]
set_input_delay [expr $clk_period * $clk_io_pct] -clock clk0 $non_clock_inputs
set_output_delay [expr $clk_period * $clk_io_pct] -clock clk0 [all_outputs]
--- design/flow/design.v ---
package fsm1_pkg;
   typedef enum {IDLE,
                 READ,
                 DLY,
                 DONE,
                 XXX } state_e;
endpackage
module fsm1_4x (output logic rd, ds,
                input  logic go, ws, clk, rst_n);
   logic n_rd, n_ds;  
   import fsm1_pkg::*;
   state_e state, next;
   always_ff @(posedge clk, negedge rst_n)
     if (!rst_n) state <= IDLE;
     else        state <= next;
   always_comb begin
      next = XXX;        
      case (state)
        IDLE : if (go)  next = READ;
               else     next = IDLE;  
        READ :          next = DLY;
        DLY  : if (!ws) next = DONE;
               else     next = READ;
        DONE :          next = IDLE;
        default:        next = XXX;
       endcase
   end
   always_comb begin
      n_rd = '0;
      n_ds = '0;
      case (state)
        IDLE: if(go) n_rd = '1;  
              else ;             
        READ :       n_rd = '1;  
        DLY : if(ws) n_rd = '1;  
              else   n_ds = '1;  
        DONE : ;                 
        default:    {n_rd,n_ds} = 'x;
      endcase
   end
   always_ff @(posedge clk, negedge rst_n)
     if (!rst_n) begin
        rd <= '0;
        ds <= '0; end
     else begin
        rd <= n_rd;
        ds <= n_ds;
     end
endmodule
==> results_dict.tcl <==
# metrics dict for downstream scripts
set metrics [dict create \
    fmax_mhz 911 \
    io_pins 6 \
    path_class "register to output pin" \
    hold_ws_ns 0.240 \
    crit_family "flip-flops" \
    grt_use_met2_pct 1.20 \
    diodes 0 \
    grt_overflow_total 0 \
    die_w_um 80 \
    ff_type "dfrtp_1" \
    cts.reportedPaths.clkPinSlew_ns 0.05 \
    tightest_slew_ns 0.258 \
    port_buffers 5 \
    cts_hold_buffers 0 \
    ys.flops 6 \
    enable_flop_cells 0 \
    worstHoldPathType "primary input to async pin" \
    warnings 25 \
    die_h_um 80 \
    clockBufferDepth 2 \
    grt_max_degree 7 \
    endpoint_kind "output pin" \
    start_kind "register" \
    crit_slowest_cell "dfrtp_1" \
    met3_usage_pct 1.48 \
    rows 21 \
    ys_seq_share_pct 71.6 \
    power.leakage_nw 0.154 \
    crit_arrival_ns 0.84 \
    grt_pass1_wl_um 648 \
    grt_pass1_vias 137 \
    yosys.cell_count.top_type "dfrtp_1" \
    die-area_um2 6400 \
    cts_sinks 6 \
    fin_crit_sh_pct 84.5 \
    async_flop_share_pct 100 \
    yosys-top-cells-area "dfrtp_1 59%, dfstp_2 12%, nor4_2 5.9%, o31ai_2 5.9%, a22o_2 4.7%" \
    rr_endpoint "rd$_DFF_PN0_" \
    place_congestion 0.687 \
    skew_ns 0.00810 \
    crit_required_ns 1.04 \
    status "finished, final reports clean" \
    vias 134 \
    yosys_cells 13 \
    ir_worst_vdd_uv 130 \
    htree_levels 1 \
    antenna_found_initial 0 \
    dp.final_hpwl_um 320 \
    first_pass_iters 2 \
    cp_max_fo 1 \
    max_slew_margin_pct 82.8 \
    cts_tree "done" \
    synthCells 13 \
    cpPeakStageDelay_ns 0.35 \
    ys_area_um2 211 \
    use_met1_pct 1.68 \
    via_per_inst 1.97 \
    initCoreUtil_pct 6.19 \
    syn_to_final_growth_pct 63.9 \
    cts_buffers 3 \
    ys_warn_count 0 \
    place_area_um2 319 \
    gr-max-usage-layer "met1" \
    grt_usage_pct 1.30 \
    crit_chain "dlygate4sd2_1" \
    stdcell_area_um2 347 \
    clock_latency_ns 0.25 \
    ys_types 9 \
    first_iter_violations 7 \
    core_um2 3420 \
    crit_buf_inv 1 \
    ant_nets 0 \
    post_cts_buffers 0 \
    drv_cap 0 \
    drive_above_1_share_pct 36.4 \
    top_cell_area_share_pct 59.2 \
    synth.avg_cell_area_um2 16.3 \
    drt-total-wl_um 431 \
    setup_tns_ns 0 \
    finalSetupViolCount 0 \
    routedWlPerCell_um 6.34 \
    startpoint "ds$_DFF_PN0_" \
    hold_viol_final 0 \
    ff2ff_setup_slack_ns 0.50 \
    setup_ws_ns 0.202 \
    final.min_clock_period_ns 1.10 \
    yosys.area.top_type "dfrtp_1" \
    syn_area_um2 211 \
    finalMaxSlewViolations 0 \
    p_per_area_nw_per_um2 1170 \
    reg2reg_depth 2 \
    r2r-start "state[2]$_DFF_PN0_" \
    rsz0062_at_grt "no" \
    drc 0 \
    dp_slack_ns 0.143 \
    root_buffer "clkbuf_4" \
]
kinds of logic after synthesis:
family,synth area share [%]
AOI/OAI and AO/OA,16.6
and+or+nand+nor,10.1
buffers and inverters,1.77
DFF,71.6
cells in the final DEF, fill, tap and decap left out:
cell type        count
dfrtp_1              5
dlymetal6s2s_1       1
a22o_2               1
clkbuf_1             1
a21o_1               1
clkdlybuf4s50_1      3
dlygate4sd2_1        1
o31ai_2              1
nor4_2               1
and2b_2              1
inv_1                1
a21oi_1              1
dfstp_2              1
clkbuf_4             3
registers in the layout, indices dropped and copies added (netlist names):
signal	flops
state	4
ds	1
rd	1
repair_timing:
item | CTS | global route
endpoints found under the setup margin | 1 | 1
hold endpoints to repair | 0 | 0
gates cloned | 0 | 0
gates resized | 1 | 1
area by class of cell:
type,instances,area (µm²)
Multi-Input combinational cell,6,56.3
Fill cell,399,3070
Inverter,1,3.75
Timing Repair Buffer,5,51.3
Clock buffer,4,26.3
Sequential cell,6,151
Tap cell,46,57.6
report_power, final:
part | internal (mW) | switching (mW)
clock network | 0.117 | 0.0736
registers | 0.191 | 0.000659
logic | 0.0148 | 0.00852
layer usage:
metal | routed length (µm) | vias to the layer above
li1 | - | 64
met1 | 228 | 61
met2 | 145 | 9
met3 | 57 | 0
met4 | 0 | 0
met5 | 0 | -
worst max path at each step:
stage,depth (start not counted),slack (ns),to
after CTS,1,0.003,rd
after global routing,1,0.16,ds
final,1,0.20,ds
stage by stage:
step	cells	util (%)	total power, mW
final	68	10.1	0.405
after global routing	68	10.1	0.433
after CTS	68	10.1	0.418
after detailed placement	64	9.34	0.220
after global placement	64	9.34	0.219
after floorplan	13	-	0.198
Power and IR drop assume default switching activity.
