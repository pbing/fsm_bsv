## /design/flow/design.v

```verilog
package fsm1_pkg;
   typedef enum {IDLE,
                 READ,
                 DLY,
                 DONE,
                 XXX } state_e;
endpackage
module fsm1_3x (output logic rd, ds,
                input  logic go, ws, clk, rst_n);
   import fsm1_pkg::*;
   state_e state, next;
   always_ff @(posedge clk, negedge rst_n)
     if (!rst_n) state <= IDLE;
     else        state <= next;
   always_comb begin
      next = XXX;        
      case (state)
        IDLE : if (go)  next = READ;
               else     next = IDLE;  
        READ :          next = DLY;
        DLY  : if (!ws) next = DONE;
               else     next = READ;
        DONE :          next = IDLE;
          default:      next = XXX;
          endcase
   end
   always_ff @(posedge clk, negedge rst_n)
     if (!rst_n) begin
        rd <= '0;
        ds <= '0;
     end
     else begin
        rd <= '0;
        ds <= '0;
        case (next)
          IDLE : ;
          READ : rd <= '1;
          DLY  : rd <= '1;
          DONE : ds <= '1;
          default: {rd,ds} <= 'x;
        endcase
     end
endmodule
```

## /design/flow/run.sh

```bash
#!/bin/bash
# OpenROAD 26Q1-2900-gdf79404cd8, Yosys 0.63+post, stock flow scripts
make -C /OpenROAD-flow-scripts/flow DESIGN_CONFIG=/design/flow/config.mk WORK_HOME=/design/flow/orfs finish
```

## /design/flow/config.mk

```make
export PLATFORM = sky130hd
export DESIGN_NAME = fsm1_3x
export DESIGN_NICKNAME = fsm1_3x
export VERILOG_FILES = /design/flow/design.v
export SDC_FILE = /design/flow/constraint.sdc
export NUM_CORES = 4
export LEC_CHECK = 1
export CORE_AREA = 10 10 70 70
export DIE_AREA = 0 0 80 80
export SYNTH_HDL_FRONTEND = slang
```

## /design/flow/constraint.sdc

```tcl
current_design fsm1_3x

set clk_period 1.5
set clk_io_pct 0.2

create_clock -name clk0 -period $clk_period [get_ports {clk}]

set non_clock_inputs [all_inputs -no_clocks]
set_input_delay [expr $clk_period * $clk_io_pct] -clock clk0 $non_clock_inputs
set_output_delay [expr $clk_period * $clk_io_pct] -clock clk0 [all_outputs]
```

==> flow_summary.json <==
{
  "syn_avg_cell_area_um2": 16.46,
  "antenna_found_initial": 0,
  "start_kind": "flip-flop",
  "routedWlPerCell_um": 6.324,
  "finalClockSkew_ns": 0.0003147,
  "drcViolationCount": 0,
  "worst_path_max_delay_cell": "clkdlybuf4s50_1",
  "total_leakage_power_nw": 0.1615,
  "cp.required_ns": 1.20,
  "grt_util_all_layers": 0.01604,
  "dr.pass1.iters": 2,
  "status": "finished, final reports clean",
  "grt_pass1_vias": 150,
  "cts_tree": "yes",
  "slew_headroom": 0.8264,
  "fin_hold_ws_ns": 0.2861,
  "design_area_um2": 347.8,
  "powerDensity_nw_per_um2": 981.8,
  "clockRootBuffer": "clkbuf_4",
  "clock_tree.buffer_depth": 2,
  "critPathMaxFanout": 1,
  "fillers": 400,
  "fmax_ghz": 0.7490,
  "hold_violations": 0,
  "insertedDiodeCount": 0,
  "cts_hold_buf": 0,
  "dpl_cell_area_um2": 321.6,
  "initCoreUtil": 0.06264,
  "gp_congestion": 0.6543,
  "synthToLayoutAreaGrowth_pct": 62.57,
  "post_cts_buffers": 0,
  "hpwl_um": 326.9,
  "rows": 21,
  "tightestPinTransition_ns": 0.2597,
  "crit_buf_inv": 1,
  "drive_above_1_share": 0.3182,
  "worst-setup-path-type": "flip-flop to output pin",
  "lay_top_cells": "dfrtp_1 (5), clkdlybuf4s50_1 (5), clkbuf_4 (3)",
  "largest_area_cell": "dfrtp_1",
  "yosys_warnings": 0,
  "ios": 6,
  "final_util": 0.1018,
  "grt_max_degree": 7,
  "cts.sinks": 6,
  "die_area_um2": 6400,
  "vdd_drop_max_v": 0.0001888,
  "rsz0062_at_grt": "no",
  "cts-htree-levels": 1,
  "via_count": 123,
  "die_y_um": 80,
  "core_um2": 3416,
  "worstSetupEndpointType": "output pin",
  "worstReg2RegStart": "state[2]$_DFF_PN0_",
  "drv_slew": 0,
  "ys_area_um2": 214.0,
  "min_period_over_period": 0.8901,
  "ys_types": 9,
  "ys_ff": 6,
  "slowest_delay_ns": 0.47,
  "synth_cells": 13,
  "ant_nets": 0,
  "netlist.area_leader.share": 0.5848,
  "grt_pass1_wl_um": 696,
  "drt-total-wl_um": 430,
  "warnings": 25,
  "viasPerCell": 1.809,
  "numPortBuffers": 5,
  "crit_family": "buffers and inverters",
  "first_iter_violations": 7,
  "tns_ns": 0,
  "cts_buffers": 3,
  "cp.arrival_ns": 1.04,
  "yosys-top-cells-area": "dfrtp_1 (58%), dfstp_2 (12%), nor2b_4 (6.4%)",
  "synth_seq_share": 0.7076,
  "clock_latency_ns": 0.25,
  "globalRouteOverflowTotal": 0,
  "crit_chain": "clkdlybuf4s50_1",
  "setup_viol": 0,
  "ctsResizeCount": 0,
  "min_period_ns": 1.335,
  "critical_path.startpoint": "rd$_DFF_PN0_",
  "hold_class": "primary input to asynchronous set/reset pin",
  "maxCapViolations": 0,
  "die_w_um": 80,
  "path_clk_slew_ns": 0.05,
  "netlist_area_um2": 214.0,
  "yosysCellCount": 13
}
flip-flops by register name, summed over array words and instances (netlist names):
name	count
rd	1
ds	1
state	4
kinds of logic after synthesis:
logic type | Yosys count | synth area share
DFF | 6 | 0.7076
AOI/OAI and AO/OA | 3 | 0.1228
and+or+nand+nor | 2 | 0.09357
buffers and inverters | 1 | 0.01753
adders and majority gates | 1 | 0.05847
metal layers:
metal	up-vias	track usage	wire, um
li1	60	-	-
met1	54	0.01883	188
met2	9	0.01204	130
met3	0	0.02841	111
met4	0	0.001761	0
met5	-	0	0
path summary, 6_finish.rpt:
kind	to	depth (start not counted)	slack, ns
max	rd	1	0.16
min	state[4]$_DFF_PN0_	1	0.29
max reg2reg	rd$_DFF_PN0_	3	0.38
min reg2reg	state[2]$_DFF_PN0_	0	0.37
max in group asynchronous	state[0]$_DFF_PN1_	1	0.95
min in group clk0	state[2]$_DFF_PN0_	0	0.37
report_power, final:
group | switching (mW) | internal (mW)
registers | 0 | 0.162
clock network | 0.0650 | 0.101
logic | 0.00577 | 0.00717
total | 0.0708 | 0.271
cell type report:
type,count,area [um^2],share of cell area
well taps,46,57.56,0.1655
flip-flops and latches,6,151.4,0.4353
clock buffers,4,26.28,0.07554
inverters,1,3.754,0.01079
multi-input cells,6,58.81,0.1691
repair buffers,5,50.05,0.1439
stage by stage:
| stage | std cells | setup slack (ns) | power (mW) |
|---|---|---|---|
| floorplan | 13 | 0.4369 | 0.1654 |
| global placement | 64 | 0.01050 | 0.1778 |
| detailed placement | 64 | 0.003942 | 0.1779 |
| CTS | 68 | 0.1346 | 0.3512 |
| global route | 68 | 0.1039 | 0.3713 |
| finish | 68 | 0.1649 | 0.3415 |
cells in the mapped netlist, drive strengths merged:
cell and number:
dfstp 1, or2 1, nor2b 1, inv 1
ha 1, a22o 1, a21o 2, dfrtp 5
Power and IR drop assume default switching activity.
